[/design/flow/constraint.sdc]
current_design decoder_7_128

set clk_period 3.8
set clk_io_pct 0.2

create_clock -name clk0 -period $clk_period

set non_clock_inputs [all_inputs -no_clocks]
set_input_delay [expr $clk_period * $clk_io_pct] -clock clk0 $non_clock_inputs
set_output_delay [expr $clk_period * $clk_io_pct] -clock clk0 [all_outputs]
[/design/flow/run.sh]
#!/bin/bash
# OpenROAD 26Q1-2900-gdf79404cd8, Yosys 0.63+post, stock flow scripts
make -C /OpenROAD-flow-scripts/flow DESIGN_CONFIG=/design/flow/config.mk WORK_HOME=/design/flow/orfs finish
[/design/flow/design.v]
module decoder_7_128(input_7, output_128);
input [6:0] input_7;
output [127:0] output_128;
assign output_128 = (input_7 == 0) ? 128'h00000000000000000000000000000001 :
				(input_7 == 1) ? 128'h00000000000000000000000000000002 :
				(input_7 == 2) ? 128'h00000000000000000000000000000004 :
				(input_7 == 3) ? 128'h00000000000000000000000000000008 :
				(input_7 == 4) ? 128'h00000000000000000000000000000010 :
				(input_7 == 5) ? 128'h00000000000000000000000000000020 :
				(input_7 == 6) ? 128'h00000000000000000000000000000040 :
				(input_7 == 7) ? 128'h00000000000000000000000000000080 :
				(input_7 == 8) ? 128'h00000000000000000000000000000100 :
				(input_7 == 9) ? 128'h00000000000000000000000000000200 :
				(input_7 == 10) ? 128'h00000000000000000000000000000400 :
				(input_7 == 11) ? 128'h00000000000000000000000000000800 :
				(input_7 == 12) ? 128'h00000000000000000000000000001000 :
				(input_7 == 13) ? 128'h00000000000000000000000000002000 :
				(input_7 == 14) ? 128'h00000000000000000000000000004000 :
				(input_7 == 15) ? 128'h00000000000000000000000000008000 :
				(input_7 == 16) ? 128'h00000000000000000000000000010000 :
				(input_7 == 17) ? 128'h00000000000000000000000000020000 :
				(input_7 == 18) ? 128'h00000000000000000000000000040000 :
				(input_7 == 19) ? 128'h00000000000000000000000000080000 :
				(input_7 == 20) ? 128'h00000000000000000000000000100000 :
				(input_7 == 21) ? 128'h00000000000000000000000000200000 :
				(input_7 == 22) ? 128'h00000000000000000000000000400000 :
				(input_7 == 23) ? 128'h00000000000000000000000000800000 :
				(input_7 == 24) ? 128'h00000000000000000000000001000000 :
				(input_7 == 25) ? 128'h00000000000000000000000002000000 :
				(input_7 == 26) ? 128'h00000000000000000000000004000000 :
				(input_7 == 27) ? 128'h00000000000000000000000008000000 :
				(input_7 == 28) ? 128'h00000000000000000000000010000000 :
				(input_7 == 29) ? 128'h00000000000000000000000020000000 :
				(input_7 == 30) ? 128'h00000000000000000000000040000000 :
				(input_7 == 31) ? 128'h00000000000000000000000080000000 :
				(input_7 == 32) ? 128'h00000000000000000000000100000000 :
				(input_7 == 33) ? 128'h00000000000000000000000200000000 :
				(input_7 == 34) ? 128'h00000000000000000000000400000000 :
				(input_7 == 35) ? 128'h00000000000000000000000800000000 :
				(input_7 == 36) ? 128'h00000000000000000000001000000000 :
				(input_7 == 37) ? 128'h00000000000000000000002000000000 :
				(input_7 == 38) ? 128'h00000000000000000000004000000000 :
				(input_7 == 39) ? 128'h00000000000000000000008000000000 :
				(input_7 == 40) ? 128'h00000000000000000000010000000000 :
				(input_7 == 41) ? 128'h00000000000000000000020000000000 :
				(input_7 == 42) ? 128'h00000000000000000000040000000000 :
				(input_7 == 43) ? 128'h00000000000000000000080000000000 :
				(input_7 == 44) ? 128'h00000000000000000000100000000000 :
				(input_7 == 45) ? 128'h00000000000000000000200000000000 :
				(input_7 == 46) ? 128'h00000000000000000000400000000000 :
				(input_7 == 47) ? 128'h00000000000000000000800000000000 :
				(input_7 == 48) ? 128'h00000000000000000001000000000000 :
				(input_7 == 49) ? 128'h00000000000000000002000000000000 :
				(input_7 == 50) ? 128'h00000000000000000004000000000000 :
				(input_7 == 51) ? 128'h00000000000000000008000000000000 :
				(input_7 == 52) ? 128'h00000000000000000010000000000000 :
				(input_7 == 53) ? 128'h00000000000000000020000000000000 :
				(input_7 == 54) ? 128'h00000000000000000040000000000000 :
				(input_7 == 55) ? 128'h00000000000000000080000000000000 :
				(input_7 == 56) ? 128'h00000000000000000100000000000000 :
				(input_7 == 57) ? 128'h00000000000000000200000000000000 :
				(input_7 == 58) ? 128'h00000000000000000400000000000000 :
				(input_7 == 59) ? 128'h00000000000000000800000000000000 :
				(input_7 == 60) ? 128'h00000000000000001000000000000000 :
				(input_7 == 61) ? 128'h00000000000000002000000000000000 :
				(input_7 == 62) ? 128'h00000000000000004000000000000000 :
				(input_7 == 63) ? 128'h00000000000000008000000000000000 :
				(input_7 == 64) ? 128'h00000000000000010000000000000000 :
				(input_7 == 65) ? 128'h00000000000000020000000000000000 :
				(input_7 == 66) ? 128'h00000000000000040000000000000000 :
				(input_7 == 67) ? 128'h00000000000000080000000000000000 :
				(input_7 == 68) ? 128'h00000000000000100000000000000000 :
				(input_7 == 69) ? 128'h00000000000000200000000000000000 :
				(input_7 == 70) ? 128'h00000000000000400000000000000000 :
				(input_7 == 71) ? 128'h00000000000000800000000000000000 :
				(input_7 == 72) ? 128'h00000000000001000000000000000000 :
				(input_7 == 73) ? 128'h00000000000002000000000000000000 :
				(input_7 == 74) ? 128'h00000000000004000000000000000000 :
				(input_7 == 75) ? 128'h00000000000008000000000000000000 :
				(input_7 == 76) ? 128'h00000000000010000000000000000000 :
				(input_7 == 77) ? 128'h00000000000020000000000000000000 :
				(input_7 == 78) ? 128'h00000000000040000000000000000000 :
				(input_7 == 79) ? 128'h00000000000080000000000000000000 :
				(input_7 == 80) ? 128'h00000000000100000000000000000000 :
				(input_7 == 81) ? 128'h00000000000200000000000000000000 :
				(input_7 == 82) ? 128'h00000000000400000000000000000000 :
				(input_7 == 83) ? 128'h00000000000800000000000000000000 :
				(input_7 == 84) ? 128'h00000000001000000000000000000000 :
				(input_7 == 85) ? 128'h00000000002000000000000000000000 :
				(input_7 == 86) ? 128'h00000000004000000000000000000000 :
				(input_7 == 87) ? 128'h00000000008000000000000000000000 :
				(input_7 == 88) ? 128'h00000000010000000000000000000000 :
				(input_7 == 89) ? 128'h00000000020000000000000000000000 :
				(input_7 == 90) ? 128'h00000000040000000000000000000000 :
				(input_7 == 91) ? 128'h00000000080000000000000000000000 :
				(input_7 == 92) ? 128'h00000000100000000000000000000000 :
				(input_7 == 93) ? 128'h00000000200000000000000000000000 :
				(input_7 == 94) ? 128'h00000000400000000000000000000000 :
				(input_7 == 95) ? 128'h00000000800000000000000000000000 :
				(input_7 == 96) ? 128'h00000001000000000000000000000000 :
				(input_7 == 97) ? 128'h00000002000000000000000000000000 :
				(input_7 == 98) ? 128'h00000004000000000000000000000000 :
				(input_7 == 99) ? 128'h00000008000000000000000000000000 :
				(input_7 == 100) ? 128'h00000010000000000000000000000000 :
				(input_7 == 101) ? 128'h00000020000000000000000000000000 :
				(input_7 == 102) ? 128'h00000040000000000000000000000000 :
				(input_7 == 103) ? 128'h00000080000000000000000000000000 :
				(input_7 == 104) ? 128'h00000100000000000000000000000000 :
				(input_7 == 105) ? 128'h00000200000000000000000000000000 :
				(input_7 == 106) ? 128'h00000400000000000000000000000000 :
				(input_7 == 107) ? 128'h00000800000000000000000000000000 :
				(input_7 == 108) ? 128'h00001000000000000000000000000000 :
				(input_7 == 109) ? 128'h00002000000000000000000000000000 :
				(input_7 == 110) ? 128'h00004000000000000000000000000000 :
				(input_7 == 111) ? 128'h00008000000000000000000000000000 :
				(input_7 == 112) ? 128'h00010000000000000000000000000000 :
				(input_7 == 113) ? 128'h00020000000000000000000000000000 :
				(input_7 == 114) ? 128'h00040000000000000000000000000000 :
				(input_7 == 115) ? 128'h00080000000000000000000000000000 :
				(input_7 == 116) ? 128'h00100000000000000000000000000000 :
				(input_7 == 117) ? 128'h00200000000000000000000000000000 :
				(input_7 == 118) ? 128'h00400000000000000000000000000000 :
				(input_7 == 119) ? 128'h00800000000000000000000000000000 :
				(input_7 == 120) ? 128'h01000000000000000000000000000000 :
				(input_7 == 121) ? 128'h02000000000000000000000000000000 :
				(input_7 == 122) ? 128'h04000000000000000000000000000000 :
				(input_7 == 123) ? 128'h08000000000000000000000000000000 :
				(input_7 == 124) ? 128'h10000000000000000000000000000000 :
				(input_7 == 125) ? 128'h20000000000000000000000000000000 :
				(input_7 == 126) ? 128'h40000000000000000000000000000000 :
				(input_7 == 127) ? 128'h80000000000000000000000000000000 :
				128'hxxxxxxxxxxxxxxxxxxxxxxxxxxxxxxx;
endmodule
[/design/flow/config.mk]
export PLATFORM = sky130hd
export DESIGN_NAME = decoder_7_128
export DESIGN_NICKNAME = decoder_7_128
export VERILOG_FILES = /design/flow/design.v
export SDC_FILE = /design/flow/constraint.sdc
export NUM_CORES = 4
export LEC_CHECK = 1
export CORE_AREA = 10 10 91 91
export DIE_AREA = 0 0 101 101
==> flow_metrics.py <==
# Physical implementation metrics
metrics = {
    "floorplanning": {
        "die_area_um2": 10200,
        "fp_util": 0.1933,
        "io_pins": 135,
        "die.size.x_um": 101,
        "core_um2": 6350,
        "placement_rows": 29,
        "die_h_um": 101,
    },
    "routing": {
        "routedWlPerCell_um": 16.92,
        "drc": 0,
        "routed_wirelength_um": 7819,
        "vias": 2172,
        "detail_route.vias_per_cell": 4.701,
        "antenna_diode_count": 0,
        "drtIter0Drc": 172,
        "antenna_left": 0,
        "drtPass1Iterations": 4,
    },
    "grt": {
        "grt_first_pass_wirelength_um": 11870,
        "gr-usage-all-layers": 0.1413,
        "grt_overflow": 0,
        "grt_antenna_before_repair": 0,
        "grt_start_max_net_pins": 23,
        "via_count_of_the_first_global_routing_pass": 2135,
    },
    "logic_synthesis": {
        "cell_area_after_synthesis_um2": 1227,
        "synthDominantCellAreaShare": 0.4098,
        "syn_inst": 248,
        "netlist_top_cells_area": "nor2_1 41%, nand2_1 5.5%, buf_6 3.7%",
        "yosys.stat.chipArea_um2": 1227,
        "top_area_cell": "nor2_1",
        "ys_types": 47,
        "mapped_avg_cell_area_um2": 4.949,
        "count_leader_synth": "nor2_1",
        "top_cell_types_by_occurrence_after_synthesis": "134 x nor2_1, 18 x nand2_1, 8 x clkbuf_1",
        "synth_seq_share": 0,
        "post_synthesis_cell_count_from_yosys": 248,
        "ys.warnings.count": 0,
    },
    "power": {
        "power.switching_fraction": 0.5574,
        "share_of_total_power_in_combinational_logic": 1.000,
        "p_per_area_nw_per_um2": 52.72,
        "p_seq_frac": 0,
        "report.power.total_mw": 0.1461,
        "switchingPower_mw": 0.08144,
        "cell_internal_power_dissipation_mw": 0.06467,
        "cellLeakagePower_nw": 0.9266,
        "clock_network_power_share": 0,
        "vdd.ir_drop.worst_mv": 0.02606,
    },
    "finish": {
        "n_clock_buffer": 0,
        "drive_gt1_frac": 0.08831,
        "layout.area.seq_um2": 0,
        "sequential_cell_total": 0,
        "area_growth_pct": 125.8,
    },
    "final_timing": {
        "actual_slew_at_the_worst_max_slew_pin_ns": 0.4541,
        "fin_setup_tns_ns": 0,
        "max_slew_margin": 0.6968,
        "final_hold_viol_count": 0,
        "finalCriticalPeriod_ns": 3.670,
        "post-route-period-util": 0.9659,
        "max_transition_viols_final": 0,
        "holdWs_ns": 2.500,
        "max_clock_freq_mhz": 272.5,
        "unrepaired_setup_endpoints_after_global_routing": "false",
        "timing.final.setup_violations": 0,
    },
    "critical_path": {
        "crit_path_end_kind": "output pin",
        "worstPathArrival_ns": 2.91,
        "path_class": "in -> out",
        "data_required_time_of_the_worst_path_ns": 3.04,
        "cp-endpoint": "output_128[127]",
        "worstPathMaxFanout": 18,
        "setup.worst_path.start": "input_7[2]",
        "timing.critical_path.from_type": "input port",
    },
    "clock_tree": {
        "postCtsSetupBuffers": 0,
        "postCtsHoldBufs": 0,
    },
    "worst_hold_path": {
        "min-delay-start": "input_7[4]",
        "worstHoldPathType": "in -> out",
    },
    "place": {
        "place.port_buffers": 135,
        "gp_congestion": 0.9375,
        "hpwlAfterDp_um": 6195,
    },
    "run": {
        "drv.max_cap_violation_count": 0,
        "openroad.warnings": 32,
    },
    "run_status": {
        "status": "finished, final reports clean",
    },
}
[logic make-up (layout without fill, tap and decap cells)]
logic type | Yosys count | count (layout) | synth area share
compound gates | 25 | 25 | 0.1570
buf+inv | 29 | 166 | 0.1305
simple gates | 192 | 192 | 0.6962
mux | 1 | 1 | 0.009174
xor+xnor | 1 | 1 | 0.007137
[worst max-delay path: stages]
cell and delay, ns:
clkdlybuf4s50_1 0.50, buf_12 0.20, nor2b_1 0.14, a221o_1 0.37
a221oi_2 0.21, o21ai_1 0.11, nor3_2 0.13, clkdlybuf4s50_1 0.49
[repair_timing]
item | in CTS | in global routing
endpoints found under the hold margin | 0 | 0
endpoints found under the setup margin | 0 | 13
gates resized | 0 | 4
[per-stage QoR]
step           setup WS (ns)  cell area (um2)  utilization  cells
6_report              0.1297             2771       0.4365    462
5_1_grt             0.002825             2771       0.4365    462
4_1_cts              0.06123             2758       0.4343    462
3_5_place_dp         0.07128             2758       0.4343    462
3_3_place_gp         0.06760             2758       0.4343    462
2_1_floorplan          1.318             1227            -    248
[layer usage]
layer | track usage | vias to the layer above | routed length [um]
li1 | - | 1091 | -
met1 | 0.1757 | 959 | 3091
met2 | 0.2364 | 113 | 3740
met3 | 0.04574 | 9 | 902
met4 | 0.02144 | 0 | 85
met5 | 0 | - | 0
[area by class of cell]
type,instances,area [um2]
Multi-Input combinational cell,219,1072
Tap cell,77,96.34
Timing Repair Buffer,162,1588
Inverter,4,15.01
Fill cell,645,3578
[power groups by stage]
stage | registers (mW) | logic (mW) | clock network [mW]
finish | 0 | 0.146 | 0
CTS | 0 | 0.147 | 0
global route | 0 | 0.160 | 0
[layout by cell type, fill, tap and decap left out, drive strengths merged, types with 3 or more instances in the layout]
cell type,n
nor2b,5
nor2,135
a31oi,3
nor3,7
or3b,3
clkdlybuf4s50,133
nand3b,3
inv,4
nand3,7
nand2,18
buf,27
o21ai,4
[worst min path at each step]
stage                      to  slack (ns)  cells after the start
CTS           output_128[103]        2.79                      5
global route  output_128[103]        2.54                      4
finish        output_128[103]        2.50                      4
Power is estimated from default activity; no workload was simulated.
